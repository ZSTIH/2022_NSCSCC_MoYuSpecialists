`/design/flow/design.v`:
```
module cpu_axi_interface
(
    input         clk,  
    input         resetn, 
    output        cache_arready,
    output        cache_rvalid,
    output        cache_rlast,
    output [31:0] cache_rdata,
    input         cache_rreq,
    input  [1: 0] cache_rtype,
    input  [31:0] cache_raddr,
    input         cache_rready,
    output        cache_bvalid,
    input         data_req     ,
    input         data_wr      ,
    input  [1 :0] data_size    ,
    input  [31:0] data_addr    ,
    input  [31:0] data_wdata   ,
    output [31:0] data_rdata   ,
    output        data_addr_ok ,
    output        data_data_ok ,
    output [3 :0] arid         ,
    output [31:0] araddr       ,
    output [7 :0] arlen        ,
    output [2 :0] arsize       ,
    output [1 :0] arburst      ,
    output [1 :0] arlock        ,
    output [3 :0] arcache      ,
    output [2 :0] arprot       ,
    output        arvalid      ,
    input         arready      ,
    input  [3 :0] rid          ,
    input  [31:0] rdata        ,
    input  [1 :0] rresp        ,
    input         rlast        ,
    input         rvalid       ,
    output        rready       ,
    output [3 :0] awid         ,
    output [31:0] awaddr       ,
    output [7 :0] awlen        ,
    output [2 :0] awsize       ,
    output [1 :0] awburst      ,
    output [1 :0] awlock       ,
    output [3 :0] awcache      ,
    output [2 :0] awprot       ,
    output        awvalid      ,
    input         awready      ,
    output [3 :0] wid          ,
    output [31:0] wdata        ,
    output [3 :0] wstrb        ,
    output        wlast        ,
    output        wvalid       ,
    input         wready       ,
    input  [3 :0] bid          ,
    input  [1 :0] bresp        ,
    input         bvalid       ,
    output        bready       
);
reg do_req;
reg do_req_or;  
reg        do_wr_r;
reg [1 :0] do_size_r;
reg [31:0] do_addr_r;
reg [31:0] do_wdata_r;
wire data_back;
assign data_addr_ok = !do_req;
always @(posedge clk)
begin
    do_req     <= !resetn                           ? 1'b0 : 
                  data_req   && !do_req             ? 1'b1 :
                  cache_rreq && !do_req             ? 1'b1 :
                  data_back                         ? 1'b0 : do_req;
    do_req_or  <= !resetn ? 1'b0 : 
                  !do_req ? data_req : do_req_or;
    do_wr_r    <= data_req&&data_addr_ok ? data_wr   :
                  cache_rreq             ? 1'b0      :do_wr_r;
    do_size_r  <= data_req&&data_addr_ok ? data_size :
                  cache_rreq             ? cache_rtype:
                   do_size_r;
    do_addr_r  <= data_req&&data_addr_ok ? data_addr :
                  cache_rreq             ? cache_raddr:
                   do_addr_r;
    do_wdata_r <= data_req&&data_addr_ok ? data_wdata :
                  cache_rreq             ? 1'b0       :
                   do_wdata_r;
end
assign data_data_ok = do_req&& do_req_or&&data_back;
assign data_rdata   = rdata;
reg addr_rcv;
reg wdata_rcv;
assign data_back = addr_rcv && (rvalid&&rready||bvalid&&bready);
always @(posedge clk)
begin
    addr_rcv  <= !resetn          ? 1'b0 :
                 arvalid&&arready ? 1'b1 :
                 awvalid&&awready ? 1'b1 :
                 data_back        ? 1'b0 : addr_rcv;
    wdata_rcv <= !resetn          ? 1'b0 :
                 wvalid&&wready   ? 1'b1 :
                 data_back        ? 1'b0 : wdata_rcv;
end
assign arid    = 4'd0;
assign araddr  = do_addr_r;
assign arlen   = 8'd0;
assign arsize  = do_size_r;
assign arburst = 2'd0;
assign arlock  = 2'd0;
assign arcache = 4'd0;
assign arprot  = 3'd0;
assign arvalid = do_req&&!do_wr_r&&!addr_rcv;
assign rready  = cache_rreq ? cache_rready : 1'b1;
assign awid    = 4'd0;
assign awaddr  = do_addr_r;
assign awlen   = 8'd0;
assign awsize  = do_size_r;
assign awburst = 2'd0;
assign awlock  = 2'd0;
assign awcache = 4'd0;
assign awprot  = 3'd0;
assign awvalid = do_req&&do_wr_r&&!addr_rcv;
assign wid    = 4'd0;
assign wdata  = do_wdata_r;
assign wstrb  = do_size_r==2'd0 ? 4'b0001<<do_addr_r[1:0] :
                do_size_r==2'd1 ? 4'b0011<<do_addr_r[1:0] : 4'b1111;
assign wlast  = 1'd1;
assign wvalid = do_req&&do_wr_r&&!wdata_rcv;
assign bready = 1'b1;
assign cache_arready = arready  &&!data_req && !do_req;
assign cache_rvalid  = rvalid   &&!do_req_or&& data_back;
assign cache_rlast   = rlast;
assign cache_rdata   = rdata;
assign cache_bvalid  = bvalid;
endmodule
```
`/design/flow/run.sh`:
```
#!/bin/bash
# OpenROAD 26Q1-2900-gdf79404cd8, Yosys 0.63+post, stock flow scripts
make -C /OpenROAD-flow-scripts/flow DESIGN_CONFIG=/design/flow/config.mk WORK_HOME=/design/flow/orfs finish
```
`/design/flow/config.mk`:
```
export PLATFORM = sky130hd
export DESIGN_NAME = cpu_axi_interface
export DESIGN_NICKNAME = cpu_axi_interface
export VERILOG_FILES = /design/flow/design.v
export SDC_FILE = /design/flow/constraint.sdc
export NUM_CORES = 4
export LEC_CHECK = 1
export CORE_AREA = 10 10 157 157
export DIE_AREA = 0 0 167 167
```
`/design/flow/constraint.sdc`:
```
current_design cpu_axi_interface

set clk_period 11.1
set clk_io_pct 0.2

create_clock -name clk0 -period $clk_period [get_ports {clk}]

set non_clock_inputs [all_inputs -no_clocks]
set_input_delay [expr $clk_period * $clk_io_pct] -clock clk0 $non_clock_inputs
set_output_delay [expr $clk_period * $clk_io_pct] -clock clk0 [all_outputs]
```
==> highlights.md <==
Synthesis
• **synthesized netlist cell count** 341
• **ys flop type** sky130_fd_sc_hd__edfxtp_1
• **cell types with the largest area share after synthesis** sky130_fd_sc_hd__edfxtp_1 (46%), sky130_fd_sc_hd__buf_4 (27%), sky130_fd_sc_hd__mux2_4 (12%), sky130_fd_sc_hd__and2_1 (4.9%), sky130_fd_sc_hd__dfxtp_1 (1.8%)
• **cell type with the largest total area** sky130_fd_sc_hd__edfxtp_1
• **Area leader share** 0.4631
• **post-synth tally of flip-flops with integrated enable** 67
• **ys flops** 71
• **XORs/XNORs by Area** 0
• **multiplexer share of the synthesized area** 0.1198
• **and-or/or-and share of the synthesized area** 0.01382
• **share of flip-flops with an asynchronous set or reset after synthesis** 0
• **area figure in the yosys stat output** 0.004344 mm²
• **synthesis warning total** 1
• **average footprint of a synthesized cell** 12.74 µm²
• **post-synth cell types** 31
• **combined area of all synthesized cells** 0.004344 mm²
• **area share of and/or/nand/nor cells after synthesis** 0.07776
• **Adder-Cell Fraction of Synth Area** 0.01152
• **part of the Yosys area used for sequential elements** 0.4816
• **dominant kind of combinational cell** buffers and inverters
• **cell count in the Yosys report** 341

Clock network
• **root buf cell** sky130_fd_sc_hd__clkbuf_16
• **count of cells resized by post-cts repair** 0
• **post-CTS setup repair buffer count** 0
• **CTS max path bufs** 2
• **clock-pin slew on the worst setup and hold paths** 60 ps
• **number of sinks driven by the clock tree** 71
• **post-cts hold buffer count** 0
• **Inserted Clock Buffers** 9
• **clock tree from TritonCTS** built
• **H-tree lvl count** 3
• **Clock Latency Late Sink** 340 ps

Final timing
• **fin crit share** 0.5382
• **transition time of the tightest slew-check pin** 663.0 ps
• **number of pins with negative max-slew slack in the final report** 0
• **hold violation total from the final report** 0
• **clk_skew** 5.230 ps
• **PnR worst setup slack** 5126 ps
• **achievable clock frequency** 167.4 MHz
• **Final min period** 5974 ps
• **WHS** 462.9 ps
• **RSZ-0062 raised after global routing** false
• **final tally of setup violations** 0
• **worst slew margin relative to its limit** 0.5580
• **setup TNS** 0 ps

Placement
• **Post-Place Setup Slack** 5087 ps
• **routability congestion estimate from global placement** 0.7653
• **Detail Placement HPWL** 10,240 µm
• **IO Port Bufs** 223

Floorplanning
• **starting utilization of the core area** 0.2054
• **Placement Rows** 53
• **I/O pin total** 388
• **die area** 0.02789 mm²
• **overall die height** 167 µm
• **die width** 167 µm
• **Core ar.** 0.02115 mm²

Drt
• **wire length reported by the detailed router** 12,500 µm
• **number of violations reported at the end of detailed-routing iteration 0** 38
• **n_diodes** 0
• **Routed Antenna Nets** 0
• **vias post-DR** 2,506
• **average routed wire per standard cell** 16.74 µm
• **Pre-Repair DR Iteration Count** 4
• **Avg Vias per Cell** 3.355
• **post-detailed-route DRC marker count** 0

Setup path
• **classification of the worst setup path** input pin to output pin
• **element type at the critical path start** input pin
• **top fanout value on the critical path** 4
• **arrival time at the worst endpoint** 3750 ps
• **slowest stage delay, CP** 560 ps
• **slowest cell on the critical path** sky130_fd_sc_hd__clkdlybuf4s50_1
• **critical-path cell list** clkdlybuf4s50_1 -> nand2b_1 -> a22o_1 -> and3_1 -> clkdlybuf4s50_1
• **critical path data required time** 8880 ps
• **Most common cell on crit path** sky130_fd_sc_hd__clkdlybuf4s50_1
• **Worst setup EP type** output pin

Power and ir drop
• **power after layout** 0.7743 mW
• **Worst VDD drop** 0.06334 mV
• **Net Sw Power** 0.1647 mW
• **switching power as a share of total power** 0.2127
• **Static Leak** 2.398 nW
• **total power density per cell area** 125.5 mW/mm²
• **Int Power** 0.6096 mW
• **Gate power share** 0.196
• **share of total power in sequential cells** 0.431
• **Clock Power Share** 0.374

GRT
• **antenna violations before repair** 1
• **pin count of the biggest net entering global routing** 50
• **via count of the first global-routing pass** 2,752
• **global-route wire length before repair** 17,680 µm
• **global-route congestion overflow total** 0
• **GR Util All Layers** 0.08338

Finish
• **number of fillers in the final layout** 2,170
• **storage element area** 0.002092 mm²
• **comb. cell area** 0.001174 mm²
• **fraction of layout cells with a size suffix above 1** 0.1144
• **Area Overhead vs Synth** 42.02%
• **Final Core Density** 0.2917

Min path
• **worst min-delay path class** flop to flop

Job
• **tally of OpenROAD warnings** 40
• **Max-cap violations** 0

Run status
• **run status** completed

cell families (layout without fill, tap and decap cells):
logic type,Yosys count,in the layout
adders and majority gates,4,4
and+or+nand+nor,53,53
DFF,71,71
buffers and inverters,167,246
other,2,54
muxes,35,35
AOI/OAI and AO/OA,9,9
layer usage:
layer,GRT usage,share of wire,vias up
met5,0,0.0010,-
met4,0.01795,0.024,2
met2,0.1344,0.48,180
met1,0.09476,0.37,1108
met3,0.04751,0.12,25
li1,-,-,1191
placed cells by master (no fill, tap or decap), types with 2 or more instances in the layout:
cell,netlist,layout
sky130_fd_sc_hd__buf_4,154,3
sky130_fd_sc_hd__and3b_1,2,2
sky130_fd_sc_hd__clkdlybuf4s50_1,0,223
sky130_fd_sc_hd__ha_1,4,4
sky130_fd_sc_hd__clkbuf_16,0,9
sky130_fd_sc_hd__mux2_4,34,34
sky130_fd_sc_hd__nor3_1,2,2
sky130_fd_sc_hd__inv_1,4,4
sky130_fd_sc_hd__nor2b_1,2,2
sky130_fd_sc_hd__a21oi_1,2,2
sky130_fd_sc_hd__and3_1,2,2
sky130_fd_sc_hd__nand2_1,2,2
sky130_fd_sc_hd__conb_1,2,54
sky130_fd_sc_hd__nand2b_1,3,3
sky130_fd_sc_hd__and2_1,34,34
sky130_fd_sc_hd__clkinvlp_4,0,3
sky130_fd_sc_hd__o21ai_0,2,2
sky130_fd_sc_hd__edfxtp_1,67,67
sky130_fd_sc_hd__dfxtp_1,4,4
registers in the layout, summed over array words and instances (netlist names):
signal      flops
wdata_rcv       1
do_wr_r         1
addr_rcv        1
do_req_or       1
do_size_r       2
do_addr_r      32
do_req          1
do_wdata_r     32
cells in the mapped netlist (3+ instances only):
cell,instances
sky130_fd_sc_hd__inv_1,4
sky130_fd_sc_hd__mux2_4,34
sky130_fd_sc_hd__ha_1,4
sky130_fd_sc_hd__buf_4,154
sky130_fd_sc_hd__nand2b_1,3
sky130_fd_sc_hd__buf_6,4
sky130_fd_sc_hd__and2_1,34
sky130_fd_sc_hd__edfxtp_1,67
sky130_fd_sc_hd__dfxtp_1,4
worst paths after layout:
kind | startpoint | end | slack [ps] | depth (start not counted)
setup / recovery | cache_rreq | data_data_ok | 5130 | 5
hold / removal | wdata_rcv | wdata_rcv | 460 | 2
setup reg to reg | do_req | do_addr_r[3] | 8970 | 4
hold reg to reg | wdata_rcv | wdata_rcv | 460 | 2
worst max-delay path: cells and delay by family:
family | cells | cell delay, ps
compound gates | 1 | 240
buf+inv | 2 | 980
simple gates | 2 | 310
power groups by stage:
| stage | combinational, mW | clock [mW] | sequential, mW |
|---|---|---|---|
| 4_1_cts | 0.157 | 0.307 | 0.334 |
| 5_1_grt | 0.165 | 0.313 | 0.337 |
| 6_report | 0.151 | 0.289 | 0.334 |
per-stage QoR:
step                area, µm²  cells
global route             6170    747
floorplan                4539    393
global placement         5879    731
CTS                      6170    747
detailed placement       5879    731
finish                   6170    747
final cells by class:
class | count | share of cell area
clock buffers | 10 | 0.03711
clock inverters | 6 | 0.009937
inverters | 4 | 0.002434
multi-input cells | 155 | 0.1902
flip-flops and latches | 71 | 0.3391
well taps | 275 | 0.05577
repair buffers | 226 | 0.3654
Power figures rest on the tool's default switching activity, not on a simulated workload.
